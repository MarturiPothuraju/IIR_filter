===== flow/run.sh =====
#!/bin/bash
# OpenROAD 26Q1-2900-gdf79404cd8, Yosys 0.63+post, stock flow scripts
make -C /OpenROAD-flow-scripts/flow DESIGN_CONFIG=/design/flow/config.mk WORK_HOME=/design/flow/orfs finish

===== flow/config.mk =====
export PLATFORM = sky130hd
export DESIGN_NAME = IIR_Main
export DESIGN_NICKNAME = IIR_Main
export VERILOG_FILES = /design/flow/design.v
export SDC_FILE = /design/flow/constraint.sdc
export NUM_CORES = 4
export LEC_CHECK = 1
export CORE_UTILIZATION = 30

===== flow/constraint.sdc =====
current_design IIR_Main

set clk_period 29.9
set clk_io_pct 0.2

create_clock -name clk0 -period $clk_period [get_ports {clk}]

set non_clock_inputs [all_inputs -no_clocks]
set_input_delay [expr $clk_period * $clk_io_pct] -clock clk0 $non_clock_inputs
set_output_delay [expr $clk_period * $clk_io_pct] -clock clk0 [all_outputs]

===== flow/design.v =====
`timescale 1ns / 1ps
module Delay_element(D,clk,q);
input [0:31] D;
input clk;
output reg [0:31] q;
always @(posedge clk)
begin
q<=D;
end
endmodule
`timescale 1ns / 1ps
module IIR_Main(x_n,y_n,clk,div_factor);
input [0:31]x_n;
output [0:31] y_n;
output [0:31] div_factor;
assign div_factor=100000;
wire w2;
input clk;
wire [0:31] w;
reg [0:31] x1=32'b0;
feedforward z1 (.in(x_n),.out(w),.clk(clk));
always @(w) x1=w;
feedback z2 (.in(x1),.out(y_n),.clk(clk));
endmodule
`timescale 1ns / 1ps
module feedback(in,out,clk);
input [0:31] in;
input clk;
output reg [0:31] out=32'b0;
reg [0:31] a1,a2,a3,a4;
initial begin
a1=22290;
a2=-21831;
a3=9770;
a4=-1713;
end
reg [0:31] c4= 32'b0,c5= 32'b0,c6= 32'b0,c7= 32'b0;
wire [0:31] d,e,f,g,w;
Delay_element x1 (.D(out),.clk(clk),.q(d));
Delay_element x2 (.D(d),.clk(clk),.q(e));
Delay_element x3 (.D(e),.clk(clk),.q(f));
Delay_element x4 (.D(f),.clk(clk),.q(g));
always @ (d) c4=d;
always @ (e) c5=e;
always @ (f) c6=f;
always @ (g) c7=g;
assign w=(c4*a1)+(c5*a2)+(c6*a3)+(c7*a4)+in;
always @(w)
begin
if (w==31'bz)
out=in;
else
out=w;
end
endmodule
`timescale 1ns / 1ps
module feedforward(in,out,clk);
input [0:31] in;
input clk;
output reg [0:31] out;
reg [0:31] b1,b2,b3;
initial begin
b1=2240;
b2=5440;
b3=9400;
end
wire [0:31] a,b,c,w;
reg [0:31] c1= 32'b0,c2= 32'b0,c3= 32'b0;
Delay_element x1 (.D(in),.clk(clk),.q(a));
Delay_element x2 (.D(a),.clk(clk),.q(b));
Delay_element x3 (.D(b),.clk(clk),.q(c));
always @ (a) c1=a;
always @ (b) c2=b;
always @ (c) c3=c;
assign w=(c1*b1)+(c2*b2)+(c3*b3);
always @(w)
begin
if (w==31'bz)
out=31'b0;
else
out=w;
end
endmodule

==> results.sh <==
# yosys + openroad results
export IMPL_run_status="complete, no violations"
export IMPL_io_buffer_count=61
export IMPL_synth_stat_cells=4158
export IMPL_grt_first_pass_wirelength_mm=152
export IMPL_first_global_vias=28000
export IMPL_cp_start_kind="flop"
export IMPL_criticalPathCategory="flop to output port"
export IMPL_slowest_stage="sky130_fd_sc_hd__o22ai_1"
export IMPL_fin_util_pct=33.1
export IMPL_synth_warning_count=6
export IMPL_pin_count=97
export IMPL_dr_pass1_iters=5
export IMPL_fin_crit_sh_pct=79.1
export IMPL_yosysSeqAreaShare_pct=10.5
export IMPL_clock_latency_late_pin_ns=0.62
export IMPL_clk_pin_slew_worst_paths_ns=0.06
export IMPL_detailed_route_vias_per_instance=4.27
export IMPL_netlist_top_cells_area="sky130_fd_sc_hd__fa_1 37%, sky130_fd_sc_hd__ha_1 24%, sky130_fd_sc_hd__inv_1 13%"
export IMPL_syn_area_um2=41200
export IMPL_clkSinkCount=215
export IMPL_highest_attainable_clock_frequency_mhz=42.3
export IMPL_cts_tree="done"
export IMPL_critical_path_most_common_cell="sky130_fd_sc_hd__fa_1"
export IMPL_die_area_um2=139000
export IMPL_die_wd_um=372
export IMPL_timing_final_ws_setup_ns=6.26
export IMPL_route_detailed_drc=0
export IMPL_post_synth_top_area_fraction_pct=36.7
export IMPL_placed_area_um2=44000
export IMPL_flop_cell="sky130_fd_sc_hd__dfxtp_1"
export IMPL_ys_async_sr_fraction_pct=0
export IMPL_global_route_usage_sum_pct=15.0
export IMPL_report_final_setup_viol=0
export IMPL_clock_root_buffer="sky130_fd_sc_hd__clkbuf_16"
export IMPL_post_synth_edffs=0
export IMPL_max_clock_path_buffers=3
export IMPL_timing_max_slew_rel_slack_pct=37.9
export IMPL_rsz_0062_raised_after_global_routing="no"
export IMPL_cts_repair_resized=0
export IMPL_tns_ns=0
export IMPL_cp_arrival_ns=17.66
export IMPL_routed_via_count=25900
export IMPL_area_delta_synth_final_pct=9.15
export IMPL_critPathMaxFanout=39
export IMPL_core_util_floorplan_pct=30.3
export IMPL_rows=135
export IMPL_grt_remaining_overflow=0
export IMPL_tightest_slew_ns=0.919
export IMPL_numCtsBuffers=28
export IMPL_maxCapViolCount=0
export IMPL_critical_path_max_stage_delay_ns=0.86
export IMPL_synth_area_per_cell_um2=9.90
export IMPL_synthesis_instances=4158
export IMPL_clock_skew_final_ns=0.0392
export IMPL_cts_htree_levels=1
export IMPL_routedWlPerCell_um=15.6
export IMPL_warnings=48
export IMPL_postCtsSetupRepairBufs=0
export IMPL_final_layout_size_suffix_gt1_share_pct=2.27
export IMPL_holdBufCountCts=0
export IMPL_timing_critical_path_required_ns=23.92
export IMPL_die_y_um=372
export IMPL_number_of_antenna_violations_at_the_first_check_in_global_routing=2
export IMPL_synth_cell_types=72
export IMPL_stdcell_area_um2=44900
export IMPL_detailed_route_iter0_violations=695
export IMPL_filler_cells=13800
export IMPL_diode_count=0
export IMPL_synth_yosys_chip_area_um2=41200
export IMPL_grt_start_max_net_pins=40
export IMPL_dp_worst_setup_slack_ns=6.75
export IMPL_finalMaxSlewViolations=0
export IMPL_detail_route_antenna_nets=0
export IMPL_timing_critical_path_to_type="output port"
export IMPL_period_minus_slack_ns=23.64
export IMPL_worst_r2r_setup_slack_ns=13.28
export IMPL_detailedPlacementHpwl_mm=84.8
export IMPL_largest_area_cell="sky130_fd_sc_hd__fa_1"
export IMPL_gp_routability_congestion=0.961
export IMPL_wl_mm=94.7
export IMPL_placeableCoreArea_um2=136000
export IMPL_hold_path_class="flop to flop"
export IMPL_postSynthRegisterBits=215
export IMPL_final_hold_viol_count=0
[critical path: cells and delay by family (launching register included)]
| kind | cells | cell delay [ns] |
|---|---|---|
| simple gates | 3 | 0.93 |
| flops | 1 | 0.61 |
| buf+inv | 11 | 1.88 |
| compound gates | 15 | 4.83 |
| xor+xnor | 11 | 2.80 |
| fa+ha+maj | 15 | 5.92 |
[through the flow]
| step | hold slack [ns] | std cells |
|---|---|---|
| finish | 0.326 | 6062 |
| global route | 0.329 | 6062 |
| CTS | 0.327 | 6062 |
| detailed placement | 0.313 | 6010 |
| global placement | 0.310 | 6010 |
| floorplan | 0.310 | 4188 |
[cell type report]
cell class	count	area [um^2]	area share, %
Multi-Input combinational cell	2511	31400	69.8
Inverter	1420	5330	11.9
Sequential cell	215	4300	9.58
Tap cell	1781	2230	4.96
Clock buffer	38	808	1.80
Timing Repair Buffer	83	776	1.73
Clock inverter	14	148	0.328
[per-layer routing]
metal / up-vias / global-route usage (%) / routed length [um]
met2: 650 / 22.3 / 41000
met3: 90 / 9.46 / 13600
met4: 0 / 2.27 / 1830
met5: - / 0 / 0
met1: 12500 / 19.1 / 38300
li1: 12700 / - / -
[cells by family after synthesis]
group | after synthesis | synth area share [%]
XOR/XNOR | 251 | 5.50
adder cells (fa/ha/maj) | 1543 | 60.6
buffers and inverters | 1462 | 13.7
other | 2 | 0.0182
AND-OR/OR-AND | 392 | 6.13
AND/OR/NAND/NOR | 285 | 3.38
multiplexers | 8 | 0.201
flip-flops | 215 | 10.5
[cells in the mapped netlist (all sizes together) (3+ instances only)]
cell,n
a211o,5
a211oi,9
a21boi,7
a21o,55
a21oi,119
a221o,3
a22o,4
a31o,6
a31oi,11
a41oi,3
and2,9
and3,7
and4,4
buf,40
dfxtp,215
fa,754
ha,789
inv,1420
mux2i,6
nand2,48
nand2b,27
nand3,23
nand4,9
nor2,94
nor2b,24
nor3,22
o211ai,3
o21a,20
o21ai,72
o21bai,24
o22ai,19
o311ai,3
o31a,3
o31ai,6
o41ai,3
or2,6
or3,5
or4,3
xnor2,193
xor2,57
[layout by cell type (no fill, tap or decap), drive strengths merged, types with 5 or more instances in the layout]
cell and instances:
or3 5, clkdlybuf4s50 61, a211o 5, a31oi 11, nand2 48, conb 32
a21o 55, o22ai 19, a211oi 9, and2 9, o21a 20, xnor2 193
ha 789, buf 22, or2 6, a21boi 7, nor2b 24, fa 754
nand3 23, and3 7, clkbuf 38, a21oi 119, xor2 57, dfxtp 215
nor2 94, nand4 9, o21ai 72, mux2i 6, o31ai 6, nand2b 27
nor3 22, clkinv 10, o21bai 24, inv 1420, a31o 6
[worst paths after layout]
path | start | to | cells past startpoint
setup reg to reg | z1.x3.q[31] | z2.x1.q[5] | 54
hold reg to reg | z2.x3.q[0] | z2.x4.q[0] | 0
setup / recovery | z1.x3.q[31] | y_n[5] | 55
hold / removal | z2.x3.q[0] | z2.x4.q[0] | 0
[flip-flops by register name, summed over array words and instances (netlist names)]
name,cells
z2.x1.q,32
z2.x2.q,32
z1.x3.q,29
z2.x4.q,32
z2.x3.q,32
z1.x2.q,29
z1.x1.q,29
