## flow/config.mk

```make
export PLATFORM = sky130hd
export DESIGN_NAME = shift_reg
export DESIGN_NICKNAME = shift_reg
export VERILOG_FILES = /design/flow/design.v
export SDC_FILE = /design/flow/constraint.sdc
export NUM_CORES = 4
export LEC_CHECK = 1
export CORE_AREA = 10 10 112 112
export DIE_AREA = 0 0 122 122
```

## flow/constraint.sdc

```tcl
current_design shift_reg

set clk_period 1.0
set clk_io_pct 0.2

create_clock -name clk0 -period $clk_period [get_ports {clk}]

set non_clock_inputs [all_inputs -no_clocks]
set_input_delay [expr $clk_period * $clk_io_pct] -clock clk0 $non_clock_inputs
set_output_delay [expr $clk_period * $clk_io_pct] -clock clk0 [all_outputs]
```

## flow/design.v

```verilog
`timescale 1ns / 1ps
module Delay_element(D,clk,q);
input [0:31] D;
input clk;
output reg [0:31] q;
always @(posedge clk)
begin
q<=D;
end
endmodule
`timescale 1ns / 1ps
module shift_reg(in,out,clk);
input [0:16] in;
input clk;
output [0:16]out;
wire [0:16] a,b,c;
Delay_element x1 (.D(in),.clk(clk),.q(a));
Delay_element x2 (.D(a),.clk(clk),.q(b));
Delay_element x3 (.D(b),.clk(clk),.q(c));
Delay_element x4 (.D(c),.clk(clk),.q(out));
endmodule
```

## flow/run.sh

```bash
#!/bin/bash
# OpenROAD 26Q1-2900-gdf79404cd8, Yosys 0.63+post, stock flow scripts
make -C /OpenROAD-flow-scripts/flow DESIGN_CONFIG=/design/flow/config.mk WORK_HOME=/design/flow/orfs finish
```

==> flow_summary_export.csv <==
group,metric,value,unit
grt,grt_pass1_vias,548,
logic_synthesis,yosys.stat.seqShare,100,%
logic_synthesis,synth.yosys.chip_area,0.00136,mm²
floorplanning,placeableCoreArea,0.0102,mm²
clocking,cts_root_buffer,"sky130_fd_sc_hd__clkbuf_8",
final_timing,skew,4.40,ps
pwr,p_leak,0.000815,µW
final_timing,layout_worst_path_cycle_share,93.8,%
clocking,path_clk_slew,60,ps
logic_synthesis,number_of_flip_flops_and_latches_in_the_synthesized_netlist,68,
placed_design,dp_slack,10.7,ps
pwr,power_per_cell_area,2630,mW/mm²
route,drc_errors,0,
critical_path,critPathSlowestCell,"sky130_fd_sc_hd__dfxtp_1",
status,run_status,"finished clean",
floorplanning,rows,37,
logic_synthesis,synth_area_per_cell,20.0,µm²
critical_path,crit_path_cell_trace,"buf_2",
placed_design,placement.io_buffers,34,
final_layout,layout.filler_cells,1080,
clocking,cts.sinks,68,
job,timing.max_cap.violations,0,
grt,grt_start_max_net_pins,11,
final_timing,timing.fmax,1.07,GHz
final_timing,period_minus_slack,938,ps
final_timing,unrepaired_setup_endpoints_after_global_routing,"no",
logic_synthesis,ys_cells,68,
route,via_per_inst,2.25,
pwr,clkPwrFrac,43.4,%
logic_synthesis,mux_area_share,0,%
logic_synthesis,fa_ha_area_share,0,%
final_layout,mi_logic_area,0,µm²
pwr,finalPower,5260,µW
floorplanning,die.size.y,122,µm
pwr,irDropWorstVdd,0.576,mV
final_timing,tightestPinTransition,107,ps
grt,grt_residual_overflow,0,
logic_synthesis,aoi_share,0,%
critical_path,crit_path_start_kind,"flip-flop",
route,detail_route.wirelength,2070,µm
route,antennaDiodeCount,0,
final_timing,total_negative_setup_slacks,0,ps
job,tool_warnings,25,
route,via_count,567,
grt,grt_util_all_layers,2.92,%
critical_path,timing.critical_path.arrival,740,ps
worst_hold_path,hold_path.class,"input port to flip-flop",
logic_synthesis,ys_sh_simple,0,%
final_timing,final_hold_fails,0,
clocking,cts_htree_levels,3,
critical_path,timing.critical_path.required,800,ps
logic_synthesis,post_synth_inst_count,68,
clocking,clk_latency,330,ps
critical_path,worstPathBufferInverterCount,1,
final_layout,layout.core_utilization,19.5,%
critical_path,critical_path.max_fanout,1,
floorplanning,fp_util,13.3,%
pwr,cell_internal_pwr,4330,µW
final_layout,final_layout_size_suffix_gt1_share,26.7,%
critical_path,critical_path.top_delay_family,"flip-flops",
pwr,combinationalPowerShare,1.8,%
route,drt-wirelength-per-cell,8.22,µm
final_timing,fin_hold_ws,310,ps
route,drt_pre_antenna_iters,2,
final_timing,final-max-slew-violation-count,0,
clocking,cts_setup_buffers,0,
clocking,tritoncts_clock_tree,"built",
grt,first_pass_grt_wire_length,3190,µm
logic_synthesis,synth.distinct_cells,1,
route,detail_route.iter0.violations,6,
final_layout,areaGrowthSynthToFinish,46.6,%
critical_path,timing.critical_path.to_type,"output pin",
critical_path,critical_path_class,"flip-flop to output pin",
route,ant_nets,0,
placed_design,routabilityCongestion,0.649,
pwr,switching_part_of_the_total_power,17.6,%
logic_synthesis,synth.cellmix.xorXnorShare,0,%
floorplanning,dieArea,0.0149,mm²
logic_synthesis,post_synth_instance_area,0.00136,mm²
pwr,p_switching,925,µW
clocking,clock_path_buffers,2,
logic_synthesis,yosys_warnings,9,
final_timing,final_critical_path_setup_slack,62.4,ps
critical_path,slowest_delay,300,ps
clocking,numCtsBuffers,9,
final_timing,relSlewSlack,92.9,%
floorplanning,floorplan.io_pins,35,
grt,initial_antenna_violation_count,0,
final_layout,comb_cells,0,
pwr,power.share.sequential,54.8,%
final_timing,number_of_setup_violations_in_the_final_report,0,
floorplanning,die_width,122,µm
[logic make-up after synthesis]
| group | after synthesis |
|---|---|
| flops | 68 |
[final cells by class]
cell class            instances  area [µm²]  area share (%)
Tap cell                    136         170            8.53
Timing Repair Buffer         34         255            12.8
Clock buffer                 13         179            8.97
Sequential cell              68        1360            68.2
Clock inverter                1        30.0            1.50
[path summary, 6_finish.rpt]
kind | start | endpoint | slack (ps) | cells after the start
worst min register to register | x2.q[30]$_DFF_P_ | x3.q[30]$_DFF_P_ | 320 | 0
worst max-delay path | x4.q[23]$_DFF_P_ | out[8] | 60 | 1
worst min-delay path | in[10] | x1.q[25]$_DFF_P_ | 310 | 1
worst max register to register | x1.q[31]$_DFF_P_ | x2.q[31]$_DFF_P_ | 600 | 0
[synthesized netlist by cell type]
cell type                 number  area (µm²)
sky130_fd_sc_hd__dfxtp_1      68        1360
[what timing repair did]
action / 4_1_cts / 5_1_grt
hold buffers: 0 / 0
gates resized: 58 / 0
endpoints found under the setup margin: 17 / 0
[flip-flops by register name, indices dropped and copies added (netlist names)]
| name | cells |
|---|---|
| x2.q | 17 |
| x1.q | 17 |
| x3.q | 17 |
| x4.q | 17 |
[cells in the final DEF, fill, tap and decap left out]
master	netlist	final
sky130_fd_sc_hd__dfxtp_1	68	68
sky130_fd_sc_hd__buf_2	0	17
sky130_fd_sc_hd__bufinv_16	0	1
sky130_fd_sc_hd__clkdlybuf4s50_1	0	17
sky130_fd_sc_hd__clkbuf_8	0	13
[power by group through the flow]
stage	Clock (µW)	Combinational, µW	Sequential [µW]
final	2280	95.6	2880
after CTS	2380	101	2880
after global routing	2520	108	2890
[stage by stage]
| step | instance area, µm² | cells |
|---|---|---|
| 2_1_floorplan | 1360 | 68 |
| 3_3_place_gp | 1870 | 238 |
| 3_5_place_dp | 1870 | 238 |
| 4_1_cts | 2000 | 252 |
| 5_1_grt | 2000 | 252 |
| 6_report | 2000 | 252 |
[metal layers]
layer  share of wire, %  up-vias  GRT usage (%)
met5                  0        -              0
met4                3.3        0          0.820
met3                 15        9           2.68
met2                 45       26           4.21
met1                 37      237           3.03
li1                   -      295              -
No activity file was given, so power comes from the tool's default toggle rates.
